==> flow/design.v <==
module RAM #(parameter MEM_DEPTH = 256, ADDR_SIZE = 8)
(
	input wire 		 clk,
	input wire 		 rst_n,
	input wire [9:0] din,
	input wire 		 rx_valid,
	output reg 		 tx_valid,
	output reg [7:0] dout
);
	reg [ADDR_SIZE-1:0] wr_add, rd_add;
	reg [7:0] mem [MEM_DEPTH-1:0];
	always @(posedge clk or negedge rst_n) begin
		if (~rst_n) begin
			dout <= 'b0;
			tx_valid <= 1'b0;
		end
		else if (rx_valid) begin
			case (din[9:8])
				2'b00 : wr_add <= din[7:0];
				2'b01 : mem[wr_add] <= din[7:0];
				2'b10 : rd_add <= din[7:0];
				2'b11 : begin dout <= mem[rd_add]; tx_valid <= 1; end
			endcase
		end
		else begin
			tx_valid <= 1'b0;
		end
	end
endmodule
module SPI_Slave
(
	input wire 		  MOSI,
	input wire 		  SS_n,
	input wire 		  clk, rst_n,
	input wire 		  tx_valid,
	input wire  [7:0] tx_data,
	output wire 	  MISO,
	output wire 	  rx_valid,
	output wire [9:0] rx_data 
);
	localparam IDLE    = 2'b00,
			   CHK_CMD = 2'b01, 
			   WRITE   = 2'b10,
			   READ    = 2'b11;
	reg [1:0] CS, NS;
	always @(posedge clk or negedge rst_n) begin
		if (~rst_n) 
			CS <= IDLE;	 
		else 
			CS <= NS;
	end
	wire Serial_To_Parallel_enable;
	assign Serial_To_Parallel_enable = ((CS == WRITE) || (CS == READ)) ? 1'b1 : 1'b0 ;
	always @(*) begin
		NS = IDLE;
		case (CS)
			IDLE :
			begin
				if (SS_n) 
					NS = IDLE;
				else 
					NS = CHK_CMD;
			end
			CHK_CMD : 
			begin
				if (SS_n)
					NS = IDLE;
				else begin 
					if (~MOSI)
						NS = WRITE;				
					else 
						NS = READ;
				end  
			end
			WRITE :
			begin
				if (SS_n)
					NS = IDLE;
				else 
					NS = WRITE;
			end
			READ :
			begin
				if (SS_n)
					NS = IDLE;
				else 
					NS = READ;
			end
			default :
			begin
				NS = IDLE;
			end
		endcase
	end
	serial_to_parallel SER_TO_PAR
	(
		.clk(clk),
		.rst_n(rst_n),
		.Enable(Serial_To_Parallel_enable),
		.serial_in(MOSI),
		.parallel_data(rx_data),
		.data_valid(rx_valid)
	);	
	parallel_to_serial  PAR_TO_SER
	(
		.clk(clk),
		.rst_n(rst_n),
		.parallel_in(tx_data),
		.tx_valid(tx_valid),
		.SS_n(SS_n),
		.serial_out(MISO)
	);
endmodule
module SPI_Wrapper
(
	input wire  clk,
	input wire  rst_n,
	input wire  SS_n,
	input wire  MOSI,
	output wire MISO 
);
	wire [9:0] data_from_SPI_to_RAM;
	wire [7:0] data_from_RAM_to_SPI;
	wire data_from_SPI_to_RAM_valid, data_from_RAM_to_SPI_valid;
	SPI_Slave SPI 
	(
		.MOSI(MOSI),
		.MISO(MISO),
		.SS_n(SS_n),
		.clk(clk),
		.rst_n(rst_n),
		.rx_data(data_from_SPI_to_RAM),
		.rx_valid(data_from_SPI_to_RAM_valid),
		.tx_data(data_from_RAM_to_SPI),
		.tx_valid(data_from_RAM_to_SPI_valid)
	);
	RAM RAM1 
	(
		.clk(clk),
		.rst_n(rst_n),
		.din(data_from_SPI_to_RAM),
		.rx_valid(data_from_SPI_to_RAM_valid),
		.dout(data_from_RAM_to_SPI),
		.tx_valid(data_from_RAM_to_SPI_valid)
	);
endmodule
module parallel_to_serial 
(
	input wire 		 clk,
	input wire		 rst_n,
	input wire [7:0] parallel_in,
	input wire 		 tx_valid,
	input wire 		 SS_n,
	output reg 		 serial_out
);
	reg [3:0] tx_counter;
	reg [7:0] temp_reg;
	always @(posedge clk or negedge rst_n) begin
		if (~rst_n) begin
			serial_out <= 1'b0;
			tx_counter <= 4'b0; 
			temp_reg   <= 8'b0;
		end
		else if (tx_valid) begin
			temp_reg <= parallel_in;
			tx_counter <= 4'b0;
		end
		else if (~SS_n) begin
			if (tx_counter != 4'd8) begin
				serial_out <= temp_reg[7-tx_counter];   
				tx_counter <= tx_counter + 1;
			end
			else
				tx_counter <= 4'b0;
		end
		else begin
			tx_counter <= 4'b0;
		end	
	end
endmodule
module serial_to_parallel 
(
	input wire 		  clk,
	input wire 		  rst_n,
	input wire 		  Enable,
	input wire 		  serial_in,
	output reg [9:0]  parallel_data,
	output reg 	  	  data_valid
);
	reg [3:0] counter;
	reg [9:0] temp_reg;
	always @(posedge clk or negedge rst_n) begin
		if (~rst_n) begin
			temp_reg <= 10'b0;
			counter  <= 4'b0; 
			parallel_data <= 10'b0;
		end
		else if (Enable) begin
			if (counter != 4'd10) begin
				temp_reg <= {temp_reg[9:0], serial_in} ;
				counter  <= counter + 1;
				data_valid <= 1'b0;
			end
			else begin
				parallel_data <= temp_reg;
				data_valid <= 1'b1;
				counter <= 4'b0;
			end	
		end
		else begin
			data_valid <= 1'b0;
		end
	end
endmodule
==> flow/run.sh <==
#!/bin/bash
# OpenROAD 26Q1-2900-gdf79404cd8, Yosys 0.63+post, stock flow scripts
make -C /OpenROAD-flow-scripts/flow DESIGN_CONFIG=/design/flow/config.mk WORK_HOME=/design/flow/orfs finish
==> flow/config.mk <==
export PLATFORM = sky130hd
export DESIGN_NAME = SPI_Wrapper
export DESIGN_NICKNAME = SPI_Wrapper
export VERILOG_FILES = /design/flow/design.v
export SDC_FILE = /design/flow/constraint.sdc
export NUM_CORES = 4
export LEC_CHECK = 1
export CORE_UTILIZATION = 40
==> flow/constraint.sdc <==
current_design SPI_Wrapper

set clk_period 8.1
set clk_io_pct 0.2

create_clock -name clk0 -period $clk_period [get_ports {clk}]

set non_clock_inputs [all_inputs -no_clocks]
set_input_delay [expr $clk_period * $clk_io_pct] -clock clk0 $non_clock_inputs
set_output_delay [expr $clk_period * $clk_io_pct] -clock clk0 [all_outputs]
==> impl_metrics.yaml <==
# flow metrics
cts:
  h_tree_depth: 4
  cts_root_buf: "sky130_fd_sc_hd__clkbuf_16"
  clk_latency_ns: 0.91
  cts_resized: 0
  cts_max_path_buffers: 3
  cts_hold_repair.buffers: 0
  cts.sinks: 2115
  clk_pin_slew_worst_paths_ns: 0.07
  total_cts_buffers: 220
  post_cts.repair.setup_buffers: 0
  tritoncts: "done"
drt:
  routed_via_density: 6.89
  remaining_drc_errors: 0
  drt_pass1_iterations: 10
  drt_iter0_drc: 6687
  num_vias: 56206
  final_routed_wirelength_um: 436000
  routed_wire_length_per_instance_um: 53.5
  detail-route-antenna-nets: 0
pwr:
  p_per_area_nw_per_um2: 276
  power.net_switching_mw: 6.64
  power.combinational.fraction_pct: 8.3
  seq_power_share_pct: 51.7
  power.static_leakage_nw: 29.4
  worst_ir_drop_vdd_uv: 234
  swShare_pct: 25.6
  design_power_total_mw: 26.0
  share_clk_of_total_power_pct: 40.0
  power.internal_mw: 19.3
yosys:
  syn_area_um2: 80600
  ys.flops: 2115
  count_of_synthesis_stage_warnings_from_yosys: 5
  seq_area_frac_synth_pct: 78.5
  syn-instance-count: 4846
  ys_area_um2: 80600
  enable_flop_cells: 2065
  synth_cell_type_count: 88
  asyncSetResetFlopFracSynth_pct: 2.36
  ys_dominant_reg_cell: "sky130_fd_sc_hd__edfxtp_1"
  synthesis.area_per_instance_um2: 16.6
  synth.yosys.num_cells: 4846
floorplan:
  fp.dieW_um: 451
  die_height_um: 451
  io_pins: 5
  num_rows: 164
  floorplanUtilization_pct: 40.3
  core_area_um2: 200000
  chip_area_um2: 203000
cells_and_area:
  area.growth.synth_to_final_pct: 16.8
  post_route_cells_drive_above_1_share_pct: 17.7
  layout.cells.most_common: "sky130_fd_sc_hd__edfxtp_1"
  largest_register_ffs: 2048
  most-common-layout-cells: "2065 x sky130_fd_sc_hd__edfxtp_1, 531 x sky130_fd_sc_hd__a22oi_1, 498 x sky130_fd_sc_hd__buf_4, 402 x sky130_fd_sc_hd__nor2_1, 224 x sky130_fd_sc_hd__clkbuf_16"
final_timing:
  worst_slew_pin_slew_ns: 1.70
  slew_headroom_pct: -13.3
  maxClockFrequency_mhz: 174
  setup_violations: 0
  rsz0062_at_grt: "no"
  setup_ws_ns: 2.34
  timing.final.hold_violations: 0
  layout_worst_path_cycle_share_pct: 71.1
  finalCriticalPeriod_ns: 5.76
  fin_worst_hold_slack_ns: 0.482
  fin_skew_ns: 0.0696
  drv_slew: 32
  setup-tns-final_ns: 0
setup_path:
  critical_path_required_ns: 8.88
  worst_path_class_setup: "flip-flop to flip-flop"
  cp-start-kind: "flip-flop"
  r2r_cells: 12
  critPathMaxFanout: 38
  reg2reg_from: "RAM1.rd_add[5]$_DFFE_PP_"
  worst_setup_path_startpoint: "RAM1.rd_add[5]$_DFFE_PP_"
  critical_path.endpoint_type: "flip-flop"
  rrSetupSlack_ns: 2.34
  worst_setup_ep: "RAM1.dout[2]$_DFFE_PN0P_"
  worstReg2RegEnd: "RAM1.dout[2]$_DFFE_PN0P_"
  worst_ep_arrival_time_ns: 6.54
grt:
  total_global_routing_track_utilization_pct: 47.0
  number_of_global_route_vias_before_repair: 55680
  global_route_wire_length_before_repair_um: 558000
  grt_start_max_net_pins: 73
  antenna_found_initial: 56
  overflow: 0
placed_design:
  gpl.final_weighted_congestion: 1.17
  worst_slack_at_placement_ns: 2.55
  post-dp-hpwl_um: 306000
  io_buffer_count: 4
flow_run:
  timing.max_cap.violations: 5
  log.warning_count: 27
status:
  failed_checks: "max-capacitance violations, max-slew violations"
  status: "complete, but fails checks"
worst_hold_path:
  min_delay_path_class: "flip-flop to flip-flop"
## layout make-up
cell class | instances | area [µm²]
fillers | 16832 | 106000
repair buffers | 510 | 3920
well taps | 2656 | 3320
multi-input cells | 2390 | 16100
flip-flops and latches | 2115 | 63300
clock inverters | 143 | 1570
diodes | 69 | 173
inverters | 8 | 30.0
clock buffers | 266 | 5760
## stage by stage
stage | instances | utilization [%] | cell area [µm²]
after floorplan | 4846 | - | 80600
after global placement | 7675 | 43.3 | 86600
after detailed placement | 7678 | 43.3 | 86700
after CTS | 8087 | 47.0 | 94000
after global routing | 8133 | 47.0 | 94100
final | 8157 | 47.1 | 94200
## synth_stat cells (5+ instances only)
cell type,count,area (µm²)
sky130_fd_sc_hd__buf_4,16,120
sky130_fd_sc_hd__nor2_1,426,1600
sky130_fd_sc_hd__edfxtp_1,2065,62000
sky130_fd_sc_hd__nor4_1,49,307
sky130_fd_sc_hd__clkbuf_1,145,544
sky130_fd_sc_hd__nor4bb_1,8,80.1
sky130_fd_sc_hd__a222oi_1,60,601
sky130_fd_sc_hd__nor4b_1,5,43.8
sky130_fd_sc_hd__mux2i_1,13,130
sky130_fd_sc_hd__dfrtp_1,49,1230
sky130_fd_sc_hd__buf_2,105,526
sky130_fd_sc_hd__or4_1,20,150
sky130_fd_sc_hd__nand4b_1,7,61.3
sky130_fd_sc_hd__nor3_1,48,240
sky130_fd_sc_hd__a22oi_1,531,3990
sky130_fd_sc_hd__o211ai_1,14,105
sky130_fd_sc_hd__o22ai_1,165,1030
sky130_fd_sc_hd__nand2b_1,9,56.3
sky130_fd_sc_hd__o31ai_1,8,60.1
sky130_fd_sc_hd__nand2_1,155,582
sky130_fd_sc_hd__nand3_1,103,515
sky130_fd_sc_hd__nand4bb_1,11,124
sky130_fd_sc_hd__nor2b_1,18,113
sky130_fd_sc_hd__or3_1,8,50.1
sky130_fd_sc_hd__or4b_2,7,70.1
sky130_fd_sc_hd__a21oi_1,91,455
sky130_fd_sc_hd__nand4_1,74,463
sky130_fd_sc_hd__a221oi_1,80,701
sky130_fd_sc_hd__o2111ai_1,6,52.6
sky130_fd_sc_hd__and2_1,5,31.3
sky130_fd_sc_hd__a32oi_1,122,1070
sky130_fd_sc_hd__buf_1,46,173
sky130_fd_sc_hd__a22o_1,122,1070
sky130_fd_sc_hd__mux2_2,26,293
sky130_fd_sc_hd__o21ai_0,46,230
sky130_fd_sc_hd__buf_6,20,225
sky130_fd_sc_hd__nor4b_2,5,75.1
sky130_fd_sc_hd__nor3b_1,9,67.6
sky130_fd_sc_hd__a211oi_1,10,75.1
sky130_fd_sc_hd__and4_1,8,70.1
sky130_fd_sc_hd__inv_1,7,26.3
sky130_fd_sc_hd__a32o_1,17,170
sky130_fd_sc_hd__a2111oi_0,8,70.1
sky130_fd_sc_hd__a31oi_1,14,87.6
sky130_fd_sc_hd__and4b_1,7,70.1
## critical path, cell delays in order, from the launching register on
cell                       delay (ns)
sky130_fd_sc_hd__edfxtp_1        0.37
sky130_fd_sc_hd__buf_4           0.40
sky130_fd_sc_hd__buf_4           0.43
sky130_fd_sc_hd__or4b_2          1.02
sky130_fd_sc_hd__buf_4           0.41
sky130_fd_sc_hd__nor2_1          1.19
sky130_fd_sc_hd__a22oi_1         0.37
sky130_fd_sc_hd__nand4_1         0.43
sky130_fd_sc_hd__nor3_1          0.11
sky130_fd_sc_hd__nand4_1         0.25
sky130_fd_sc_hd__nor2_1          0.11
sky130_fd_sc_hd__and4_1          0.25
sky130_fd_sc_hd__o31ai_1         0.24
## routing by layer
metal | GRT usage (%) | wire, µm | part of all wire, %
met3 | 43.3 | 92800 | 21
met2 | 57.4 | 172000 | 39
met1 | 51.0 | 129000 | 30
met5 | 19.0 | 4210 | 0.96
met4 | 29.6 | 38700 | 8.9
## power groups by stage
stage	clock, mW	combinational (mW)	sequential (mW)
CTS	10.4	2.06	13.4
global route	10.8	2.14	13.4
finish	10.4	2.15	13.4
## worst min-delay path by stage
stage	slack, ns	cells past startpoint	endpoint	start
6_report	0.48	2	SPI.SER_TO_PAR.parallel_data[9]$_DFFE_PN0P_	SPI.SER_TO_PAR.temp_reg[9]$_DFFE_PN0P_
5_1_grt	0.53	2	SPI.SER_TO_PAR.parallel_data[9]$_DFFE_PN0P_	SPI.SER_TO_PAR.temp_reg[9]$_DFFE_PN0P_
4_1_cts	0.48	2	SPI.SER_TO_PAR.parallel_data[9]$_DFFE_PN0P_	SPI.SER_TO_PAR.temp_reg[9]$_DFFE_PN0P_
## cells by family (layout without fill, tap and decap cells)
group           Yosys count  after routing  share of synthesized area, %
flops                  2115           2115                          78.5
compound gates         1330           1330                          12.5
simple gates           1010           1010                          6.29
buf+inv                 341            927                          2.03
mux                      41             41                         0.580
xor+xnor                  7              7                        0.0760
fa+ha+maj                 2              2                        0.0310
other cells               0             69                             0
No activity file was given, so power comes from the tool's default toggle rates.
